`flow/config.mk`:
```
export PLATFORM = sky130hd
export DESIGN_NAME = param_ALU
export DESIGN_NICKNAME = param_ALU
export VERILOG_FILES = /design/flow/design.v
export SDC_FILE = /design/flow/constraint.sdc
export NUM_CORES = 4
export LEC_CHECK = 1
export CORE_AREA = 10 10 70 70
export DIE_AREA = 0 0 80 80
```
`flow/constraint.sdc`:
```
current_design param_ALU

set clk_period 2.0
set clk_io_pct 0.2

create_clock -name clk0 -period $clk_period

set non_clock_inputs [all_inputs -no_clocks]
set_input_delay [expr $clk_period * $clk_io_pct] -clock clk0 $non_clock_inputs
set_output_delay [expr $clk_period * $clk_io_pct] -clock clk0 [all_outputs]
```
`flow/design.v`:
```
`timescale 1ns/1ns
module param_ALU(A, B, Function, ALUout);
	parameter N = 4;
	input logic [N-1:0] A, B;
	input logic [2:0] Function;
	output logic [2*N-1:0] ALUout;
	always_comb
	begin
	case (Function)
		0: ALUout = A+B;
		1: ALUout = |{A, B};
		2: ALUout = &{A, B};
		3: ALUout = {A, B};
		default: ALUout = 1'b0;
	endcase
	end
endmodule
```
`flow/run.sh`:
```
#!/bin/bash
# OpenROAD 26Q1-2900-gdf79404cd8, Yosys 0.63+post, stock flow scripts
make -C /OpenROAD-flow-scripts/flow DESIGN_CONFIG=/design/flow/config.mk WORK_HOME=/design/flow/orfs finish
```
==> results.sh <==
# implementation run metrics
export IMPL_run_status="finished clean"
export IMPL_core_area_um2=3416
export IMPL_min_period_over_period=0.9836
export IMPL_area_of_the_die_um2=6400
export IMPL_floorplan_initialDensity=0.09048
export IMPL_viasPerCell=3.831
export IMPL_antenna_violations_before_repair=0
export IMPL_design_portCount=19
export IMPL_crit_arrival_ns=1.57
export IMPL_floorplan_die_height_um=80
export IMPL_preCtsSetupSlack_ns=-0.8730
export IMPL_dp_hpwl_um=1025
export IMPL_maxCapViolations=0
export IMPL_layout_cell_area_non_filler_um2=709.4
export IMPL_route_antenna_diode_count=0
export IMPL_num_clock_buffers=0
export IMPL_floorplan_die_width_um=80
export IMPL_finalWeightedCongestion=0.8651
export IMPL_global_route_overflow_total=0
export IMPL_critical_path_endpoint_type="output pin"
export IMPL_maximum_number_of_pins_on_one_net_before_global_route_repair=11
export IMPL_slew_limit_headroom=0.8198
export IMPL_tightestPinTransition_ns=0.2674
export IMPL_cellLeakagePower_nw=0.2944
export IMPL_detailroute_via_count=475
export IMPL_detail_route_first_pass_iterations=4
export IMPL_placed_area_um2=618.1
export IMPL_grt_setup_unrepaired="true"
export IMPL_netlist_instances=46
export IMPL_io_buffers=19
export IMPL_top_area_cell="ha_1"
export IMPL_postRouteWirelength_um=1416
export IMPL_floorplan_rows=21
export IMPL_postRouteAntennaNets=0
export IMPL_timing_setup_tns_ns=0
export IMPL_fin_crit_ns=1.967
export IMPL_synth_cell_area_um2=309.0
export IMPL_power_density_nw_per_um2=189.4
export IMPL_timing_critical_path_cells="buf_6 -> ha_4 -> or4_4 -> a21oi_2 -> a31oi_1 -> o21ai_1 -> buf_2"
export IMPL_worstSetupPathType="input pin to output pin"
export IMPL_cp_required_ns=1.60
export IMPL_yosysChipArea_um2=309.0
export IMPL_syn2layout_area_growth_pct=129.6
export IMPL_crit_fanout=2
export IMPL_ys_cells=46
export IMPL_synth_distinct_cells=24
export IMPL_vias_in_the_first_global_route=490
export IMPL_number_of_max_slew_violations_in_the_final_report=0
export IMPL_ys_seq_frac=0
export IMPL_synth_largest_type_area_fraction=0.1619
export IMPL_wl_per_cell_um=11.42
export IMPL_final_critical_path_setup_slack_ns=0.03277
export IMPL_seq_area_um2=0
export IMPL_cp_start_kind="input pin"
export IMPL_timing_critical_path_slowest_stage_cell="or4_4"
export IMPL_drc=0
export IMPL_timing_final_setup_violations=0
export IMPL_ys_top_cells_by_area="ha_1 16%, a21oi_1 6.5%, and4b_1 6.5%"
export IMPL_synthesis_yosys_warnings=1
export IMPL_ir_drop_uv=33.35
export IMPL_timing_critical_path_slowest_cell_delay_ns=0.42
export IMPL_stage_log_warnings=33
export IMPL_drt_first_iter_violations=52
export IMPL_fmax_mhz=508.3
export IMPL_postSynthAreaPerCell_um2=6.718
export IMPL_layout_cells_sized_above_1=0.5897
export IMPL_final_hold_viol_count=0
export IMPL_seq_cells=0
export IMPL_grt_pass1_wl_um=2346
export IMPL_total_power_w=0.0001344
export IMPL_fin_worst_hold_slack_ns=1.210
export IMPL_hold_path_class="input pin to output pin"
export IMPL_grt_total_usage=0.04301
[cell usage after synthesis, types with 3 or more instances]
cell type / count
nor2_1: 5
a21oi_1: 4
ha_1: 4
inv_1: 3
nand3_1: 3
[stage by stage]
step                utilization  std cells
global route             0.2077        124
floorplan                     -         46
global placement         0.1810        118
detailed placement       0.1810        118
CTS                      0.2062        124
finish                   0.2077        124
[critical path: cells and delay by family]
| family | cells | cell delay [ns] |
|---|---|---|
| and+or+nand+nor | 1 | 0.42 |
| AOI/OAI and AO/OA | 3 | 0.29 |
| adders and majority gates | 1 | 0.23 |
| buffers and inverters | 2 | 0.23 |
[cells by family (layout without fill, tap and decap cells)]
family | count (synthesis) | in the layout | share of synthesized area
compound gates | 11 | 11 | 0.2065
xor+xnor | 1 | 1 | 0.02835
fa+ha+maj | 5 | 5 | 0.2267
simple gates | 23 | 23 | 0.4575
buf+inv | 6 | 38 | 0.08096
[metal layers]
layer / wire length [µm] / global-route usage
met1: 594 / 0.05427
met2: 698 / 0.07785
met3: 123 / 0.007955
met4: 0 / 0
met5: 0 / 0
[what timing repair did]
action,4_1_cts,5_1_grt
gates resized,59,18
pin swaps,12,8
buffers inserted,6,0
hold endpoints to repair,0,0
setup endpoints to repair,8,4
hold buffers,0,0
[layout make-up]
cell class	instances	area [µm²]
fill	385	2706
multi-input combinational	40	362.8
timing repair buffer	35	277.8
tap	46	57.56
inverter	3	11.26
[cells in the final DEF, fill, tap and decap left out, types with 2 or more instances in the layout]
cell,instances
o21ai_1,2
inv_2,3
nor3b_2,2
nand3_1,3
nor2b_1,2
ha_4,3
nor2_1,4
dlygate4sd2_1,3
clkbuf_2,4
a21oi_1,2
a21oi_2,2
buf_6,5
a31oi_1,2
buf_4,14
clkdlybuf4s50_1,2
and4b_1,2
nand4_1,2
buf_2,5
[final timing paths]
check / endpoint / cells after the start / slack (ns) / start
worst max-delay path: ALUout[3] / 7 / 0.03 / B[3]
worst min-delay path: ALUout[2] / 4 / 1.21 / B[2]
[power by group]
group	switching [W]	total [W]	leakage (nW)	internal [W]
Clock	0	0	0	0
Sequential	0	0	0	0
Combinational	0.0000573	0.000134	0.294	0.0000771
Power is estimated from default activity; no workload was simulated.
