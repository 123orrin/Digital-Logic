### flow/design.v
`timescale 1ns/1ns
module PerformOperation(
    input logic Clock,
    input logic Reset,
    input logic Go,
    input logic [7:0] DataIn,
    output logic [7:0] DataResult,
    output logic ResultValid
);
    logic ld_a, ld_b, ld_c, ld_x, ld_r;
    logic ld_alu_out;
    logic [1:0] alu_select_a, alu_select_b;
    logic alu_op;
    control C0(
        .clk(Clock),
        .reset(Reset),
        .go(Go),
        .ld_alu_out(ld_alu_out),
        .ld_a(ld_a),
        .ld_b(ld_b),
	.ld_c(ld_c),
	.ld_x(ld_x),
        .ld_r(ld_r),
        .alu_select_a(alu_select_a),
        .alu_select_b(alu_select_b),
        .alu_op(alu_op),
        .result_valid(ResultValid)
    );
    datapath D0(
        .clk(Clock),
        .reset(Reset),
        .ld_alu_out(ld_alu_out),
        .ld_a(ld_a),
        .ld_b(ld_b),
	.ld_c(ld_c),
	.ld_x(ld_x),
        .ld_r(ld_r),
        .alu_select_a(alu_select_a),
        .alu_select_b(alu_select_b),
        .alu_op(alu_op),
        .data_in(DataIn),
        .data_result(DataResult)
    );
 endmodule
module control(
    input logic clk,
    input logic reset,
    input logic go,
    output logic ld_a, ld_b, ld_c, ld_x, ld_r,
    output logic ld_alu_out,
    output logic [1:0] alu_select_a, alu_select_b,
    output logic alu_op,
    output logic result_valid
    );
    typedef enum logic [3:0]  { S_LOAD_A_RST    = 'd0,
                                S_LOAD_A        = 'd1,
                                S_LOAD_A_WAIT   = 'd2,
                                S_LOAD_B        = 'd3,
                                S_LOAD_B_WAIT   = 'd4, 
                                S_LOAD_C        = 'd5,
                                S_LOAD_C_WAIT   = 'd6,
                                S_LOAD_X        = 'd7,
                                S_LOAD_X_WAIT   = 'd8,
                                S_CYCLE_0       = 'd9,
                                S_CYCLE_1       = 'd10,
                                S_CYCLE_2       = 'd11,
                                S_CYCLE_3       = 'd12} statetype;
    statetype current_state, next_state;                            
    always_comb begin
        case (current_state)
            S_LOAD_A_RST: next_state = go ? S_LOAD_A_WAIT : S_LOAD_A_RST;  
            S_LOAD_A: next_state = go ? S_LOAD_A_WAIT : S_LOAD_A;  
            S_LOAD_A_WAIT: next_state = go ? S_LOAD_A_WAIT : S_LOAD_B; 
            S_LOAD_B: next_state = go ? S_LOAD_B_WAIT : S_LOAD_B; 
	    S_LOAD_B_WAIT: next_state = go ? S_LOAD_B_WAIT : S_LOAD_C; 
	    S_LOAD_C: next_state = go ? S_LOAD_C_WAIT : S_LOAD_C;
	    S_LOAD_C_WAIT: next_state = go ? S_LOAD_C_WAIT : S_LOAD_X;
	    S_LOAD_X: next_state = go ? S_LOAD_X_WAIT : S_LOAD_X;
	    S_LOAD_X_WAIT: next_state = go ? S_LOAD_X_WAIT : S_CYCLE_0;
            S_CYCLE_0: next_state = S_CYCLE_1;
            S_CYCLE_1: next_state = S_CYCLE_2;
            S_CYCLE_2: next_state = S_CYCLE_3;
            S_CYCLE_3: next_state = S_LOAD_A;   
            default:   next_state = S_LOAD_A_RST;
        endcase
    end  
    always_comb begin
        ld_alu_out = 1'b0;
        ld_a = 1'b0;
        ld_b = 1'b0;
	ld_c = 1'b0;
	ld_x = 1'b0;
        ld_r = 1'b0;
        alu_select_a = 1'b0;
        alu_select_b = 1'b0;
        alu_op       = 1'b0;
        result_valid = 1'b0;
        case (current_state)
            S_LOAD_A_RST: begin
                ld_a = 1'b1;
                end
            S_LOAD_A: begin
                ld_a = 1'b1;
                result_valid = 1'b1;
                end
            S_LOAD_B: begin
                ld_b = 1'b1;
                end
            S_LOAD_C: begin
                ld_c = 1'b1;
                end
            S_LOAD_X: begin
                ld_x = 1'b1;
                end
	    S_CYCLE_0: begin  
                ld_alu_out = 1'b1; 
                ld_a = 1'b1;  
                alu_select_a = 2'b00;  
                alu_select_b = 2'b11;  
                alu_op = 1'b1;  
            end
            S_CYCLE_1: begin  
                ld_alu_out = 1'b1; 
                ld_a = 1;  
		alu_select_a = 2'b00;  
                alu_select_b = 2'b01;  
                alu_op = 1'b0;  
            end
	    S_CYCLE_2: begin  
                ld_alu_out = 1'b1; 
                ld_a = 1'b1;  
                alu_select_a = 2'b00;  
                alu_select_b = 2'b11;  
                alu_op = 1'b1;  
            end
            S_CYCLE_3: begin  
                ld_r = 1'b1;  
                alu_select_a = 2'b00;  
                alu_select_b = 2'b10;  
                alu_op = 1'b0;  
            end
        endcase
    end  
    always_ff@(posedge clk) begin
        if(reset)
            current_state <= S_LOAD_A_RST;
        else
            current_state <= next_state;
    end  
endmodule
module datapath(
    input logic clk,
    input logic reset,
    input logic [7:0] data_in,
    input logic ld_alu_out,
    input logic ld_a, ld_b, ld_c, ld_x,
    input logic ld_r,
    input logic alu_op,
    input logic [1:0] alu_select_a, alu_select_b,
    output logic [7:0] data_result
    );
    logic [7:0] a, b, c, x;
    logic [7:0] alu_out;
    logic [7:0] alu_a, alu_b;
    always_ff @(posedge clk) begin
        if(reset) begin
            a <= 8'b0;
            b <= 8'b0;
	    c <= 8'b0;
	    x <= 8'b0;
        end
        else begin
            if(ld_a) a <= ld_alu_out ? alu_out : data_in;  
            if(ld_b) b <= ld_alu_out ? alu_out : data_in; 
	    if(ld_c) c <= data_in;
	    if(ld_x) x <= data_in;
        end
    end
    always@(posedge clk) begin
        if(reset) begin
            data_result <= 8'b0;
        end
        else
            if(ld_r)
                data_result <= alu_out;
    end
    always_comb begin
        case (alu_select_a)
               0: alu_a = a;
               1: alu_a = b;
	       2: alu_a = c;
	       3: alu_a = x;
            default: alu_a = 8'b0;
        endcase
        case (alu_select_b)
               0: alu_b = a;
               1: alu_b = b;
	       2: alu_b = c;
	       3: alu_b = x;
            default: alu_b = 8'b0;
        endcase
    end
    always_comb begin : ALU
        case (alu_op)
            0: alu_out = alu_a + alu_b;  
            1: alu_out = alu_a * alu_b;  
            default: alu_out = 8'b0;
        endcase
    end
endmodule
### flow/run.sh
#!/bin/bash
# OpenROAD 26Q1-2900-gdf79404cd8, Yosys 0.63+post, stock flow scripts
make -C /OpenROAD-flow-scripts/flow DESIGN_CONFIG=/design/flow/config.mk WORK_HOME=/design/flow/orfs finish
### flow/config.mk
export PLATFORM = sky130hd
export DESIGN_NAME = PerformOperation
export DESIGN_NICKNAME = PerformOperation
export VERILOG_FILES = /design/flow/design.v
export SDC_FILE = /design/flow/constraint.sdc
export NUM_CORES = 4
export LEC_CHECK = 1
export CORE_UTILIZATION = 30
### flow/constraint.sdc
current_design PerformOperation

set clk_period 5.5
set clk_io_pct 0.2

create_clock -name clk0 -period $clk_period [get_ports {Clock}]

set non_clock_inputs [all_inputs -no_clocks]
set_input_delay [expr $clk_period * $clk_io_pct] -clock clk0 $non_clock_inputs
set_output_delay [expr $clk_period * $clk_io_pct] -clock clk0 [all_outputs]
==> CHANGELOG.md <==
## Flow update

* Clock latency reported for the late side of the worst-skew pair at 0.29 ns
* Finished Layout Cells at 521
* Number of port buffers at 19
* Outcome: finished, final reports clean
* Worst rel slew slack at 0.5508
* Core Area at 10980 um^2
* Overall Global Routing Usage at 0.1364
* Comb pwr share at 0.164
* Final wirelength at 7084 um
* Biggest cell delay along the critical path at 0.60 ns
* Count of max-cap constraint violations at 0
* Count of inserted antenna diode cells at 0
* Clock Skew at 0.005418 ns
* Maximum resistive drop on vdd at 148.4 uV
* Number of distinct library cell variants in the gate-level netlist after synthesis at 40
* Internal power summed over all cells at 0.0006386 W
* Global-route wire length before repair at 12330 um
* Power share of the clock group at 0.372
* Count of flip-flops with a built-in enable after synthesis at 0
* Number of standard-cell rows in the floorplan at 38
* Area added between synthesis and finish at 13.61%
* Vertical die dimension at 108.9 um
* Final setup violation count at 0
* DIE WIDTH at 108.9 um
* Power, Total at 0.0008792 W
* Critical-path top delay cell: sky130_fd_sc_hd__mux4_2
* Critical path fanouts, max at 16
* Synth area leader: sky130_fd_sc_hd__dfxtp_1
* Clock tree from TritonCTS: done
* Data required time at the worst endpoint at 5.70 ns
* Vias in the first global route at 2454
* Fin crit period at 4.942 ns
* Startpoint types: flip-flop
* Most Frequent Cell on Critical Path: sky130_fd_sc_hd__inv_1
* Number of DRC violations after detailed-routing iteration 0 at 150
* Maximum achievable frequency at 0.2023 GHz
* DRC violations left at 0
* Largest net degree at the start of global routing at 30
* Sum Neg Setup Slack at 0 ns
* Area figure in the yosys stat output at 3430 um^2
* Clock-pin slew on the worst setup and hold paths at 0.07 ns
* Slew Viols, Final at 0
* Clock sink count at 53
* Type of the setup path with the least slack: reg -> reg
* H-tree levels at 2
* Layout cell share with drive strength beyond 1 at 0.05249
* Clock buffer count from CTS at 5
* Tally of nets with antenna violations remaining after routing at 0
* Via count at 2522
* Critical path data arrival time at 5.14 ns
* Mean post-synth cell area at 9.345 um^2
* CTS resizes at 0
* Number of post-CTS setup repair buffers at 0
* Sequential element share of the synthesized area at 0.3094
* Buffer depth of the longest clock path at 2
* Most repeated cell in the gate-level netlist after synthesis: sky130_fd_sc_hd__dfxtp_1
* Most frequent cells after synthesis: sky130_fd_sc_hd__dfxtp_1 (53), sky130_fd_sc_hd__nor2_1 (49), sky130_fd_sc_hd__inv_1 (34)
* Standby leakage power at 1.580 nW
* Syn Std Cell Area at 3430 um^2
* Fp_density at 0.3123
* Class of the most critical hold timing path: reg -> reg
* Gate family responsible for the most delay along the worst path: adder cells
* WHS at 0.4820 ns
* Yosys warns at 2
* Total die size at 11860 um^2
* Detailed placer's ending HPWL at 5526 um
* Cell count after synthesis at 367
* Top area cell types: sky130_fd_sc_hd__dfxtp_1 (31%), sky130_fd_sc_hd__mux2i_1 (9.0%), sky130_fd_sc_hd__ha_1 (8.4%)
* Placer's final routability congestion estimate at 0.8876
* Cell breakdown of the critical path: buf_4, mux4_2, ha_1, inv_1, fa_1, inv_1, fa_1, ha_1, inv_1, fa_1, inv_1, ha_1, a21o_1, a21oi_1, xnor3_1, xnor3_1, nand2_2, a311oi_2
* Count of state elements after synthesis at 53
* Total buffers and inverters traversed by the critical path at 5
* Number of placed I/O pins at 20
* Measured slew at the worst slew-check pin at 0.6717 ns
* Number of cells in the yosys synthesis report at 367
* Vias per inst at 4.841
* Critical Path End Type: flip-flop
* Proportion of synthesized flip-flops having asynchronous set or reset at 0
* Share of the synthesized area in the top cell type at 0.3094
* Dominant register cell in the synthesized netlist: sky130_fd_sc_hd__dfxtp_1
* Psw at 0.0002405 W
* Fin. Hold Viols at 0
* Final period utilization at 0.8986
* Sw Share at 0.2736
* Sequential fraction of design power at 0.465
* Power per standard cell area at 225.6 nW/um^2
* Tool Warnings at 25
* Setup repair after global routing missed its margin: no
* Count of hold buffers inserted by post-cts repair at 0
* Total placed cells including tap cells at 513
* Routed wire length per instance at 13.60 um
* Root buffer selected by CTS: sky130_fd_sc_hd__clkbuf_16
* Antenna violations before repair at 0
* Global route overflow at 0
* TritonRoute pass-1 iters at 4
[layout by cell type, fill, tap and decap left out, drive strengths merged, types with 2 or more instances in the layout]
cell / instances
mux4: 8
a21oi: 16
ha: 23
nor3b: 4
buf: 3
xnor2: 17
o31ai: 2
a311oi: 2
mux2i: 31
nand2b: 5
inv: 35
nand2: 28
clkdlybuf4s50: 19
nor3: 2
a31oi: 4
o21bai: 2
xnor3: 2
and2: 16
o22ai: 2
or2: 3
or3: 5
a21o: 4
nor2: 49
clkbuf: 6
a41oi: 2
dfxtp: 53
xor2: 3
o21ai: 7
fa: 13
a211oi: 9
[worst reg2reg max path, stage by stage (launching register included)]
cell and delay (ns):
sky130_fd_sc_hd__dfxtp_1 0.37, sky130_fd_sc_hd__buf_4 0.24, sky130_fd_sc_hd__mux4_2 0.60, sky130_fd_sc_hd__ha_1 0.26, sky130_fd_sc_hd__inv_1 0.09, sky130_fd_sc_hd__fa_1 0.17, sky130_fd_sc_hd__inv_1 0.05, sky130_fd_sc_hd__fa_1 0.47
sky130_fd_sc_hd__ha_1 0.29, sky130_fd_sc_hd__inv_1 0.05, sky130_fd_sc_hd__fa_1 0.52, sky130_fd_sc_hd__inv_1 0.04, sky130_fd_sc_hd__ha_1 0.32, sky130_fd_sc_hd__a21o_1 0.17, sky130_fd_sc_hd__a21oi_1 0.18, sky130_fd_sc_hd__xnor3_1 0.32
sky130_fd_sc_hd__xnor3_1 0.39, sky130_fd_sc_hd__nand2_2 0.08, sky130_fd_sc_hd__a311oi_2 0.25
[cells by family (layout without fill, tap and decap cells)]
logic type	count (synthesis)	in the layout	synth area share
flip-flops	53	53	0.3094
AND/OR/NAND/NOR	114	114	0.1536
buffers and inverters	50	64	0.05947
XOR/XNOR	22	22	0.06640
AND-OR/OR-AND	53	53	0.1018
multiplexers	39	39	0.1496
adder cells (fa/ha/maj)	36	36	0.1598
[per-layer routing]
layer | vias up | share of wire | GRT usage | routed length (um)
li1 | 1276 | - | - | -
met1 | 1178 | 0.50 | 0.2117 | 3531
met2 | 60 | 0.44 | 0.2040 | 3096
met3 | 8 | 0.052 | 0.02803 | 365
met4 | 0 | 0.013 | 0.01931 | 91
met5 | - | 0 | 0 | 0
[path summary, 6_finish.rpt]
| path | to | slack, ns | start | cells past startpoint |
|---|---|---|---|---|
| worst max-delay path | D0.data_result[7] | 0.56 | D0.alu_select_b[0] | 18 |
| worst min-delay path | D0.data_result[4] | 0.48 | D0.data_result[4] | 2 |
| worst max register to register | D0.data_result[7] | 0.56 | D0.alu_select_b[0] | 18 |
| worst min register to register | D0.data_result[4] | 0.48 | D0.data_result[4] | 2 |
[per-stage QoR]
step | setup slack, ns | util | cell area, um^2
6_report | 0.5580 | 0.3548 | 3896
5_1_grt | 0.2673 | 0.3548 | 3896
4_1_cts | 0.5227 | 0.3548 | 3896
3_5_place_dp | 0.5460 | 0.3406 | 3741
3_3_place_gp | 0.6208 | 0.3406 | 3741
2_1_floorplan | 0.7610 | - | 3430
[power groups by stage]
stage | registers (W) | clock network, W | logic, W
5_1_grt | 0.000410 | 0.000347 | 0.000164
4_1_cts | 0.000408 | 0.000335 | 0.000145
6_report | 0.000408 | 0.000327 | 0.000144
[final cells by class]
cell class,count,area (um^2)
clock inverter,2,16.27
inverter,34,127.6
timing repair buffer,22,212.7
clock buffer,6,138.9
fill,1084,7087
sequential,53,1061
tap,140,175.2
multi-input combinational,264,2165
[sequential cells by signal (all words and copies together) (netlist names)]
register / count
D0.alu_op: 1
ResultValid: 1
C0.ld_b: 1
C0.ld_x: 1
C0.ld_c: 1
D0.c: 8
D0.a: 8
D0.data_result: 8
D0.alu_select_b: 2
C0.current_state: 4
D0.x: 8
D0.b: 8
C0.ld_r: 1
C0.ld_a: 1
Power is estimated from default activity; no workload was simulated.
